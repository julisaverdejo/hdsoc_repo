==> ./design.v <==
module serializer (
    input  logic        clk_i,
    input  logic        rst_i,
    input  logic        start_i,
    input  logic [26:0] data_i,       
    output logic        data_o,
    output logic        ena_o
);
  logic ena;
  localparam logic [7:0] COMMA = 8'h3C;
  localparam logic       KCODE = 1'b1;
  tx_serial mod_tx_serial (
    .clk_i(clk_i),
    .rst_i(rst_i), 
    .data_i(data_q),
    .data_o(data_o),
    .ena_o(ena)
  );
  typedef enum {ST_IDLE, ST_SYNC} state_type_e;
  state_type_e state_reg, state_next;
  logic [8:0]  data_q, data_d;
  logic [1:0]  cnt_q, cnt_d;
  always_ff @(posedge clk_i) begin
    if (rst_i) begin
      state_reg <= ST_IDLE;
      data_q    <= {KCODE, COMMA};
      cnt_q     <= 'b0;
    end else begin
      state_reg <= state_next;
      data_q    <= data_d;
      cnt_q     <= cnt_d;
    end
  end
  always_comb begin
    state_next = state_reg;
    cnt_d      = cnt_q;
    case (state_reg)
      ST_IDLE: begin
        if (start_i) begin
          state_next = ST_SYNC;
        end
      end
      ST_SYNC: begin
        if (ena) begin
          if (cnt_d == 3) begin
            cnt_d = 0;
            state_next = ST_IDLE;
          end else begin
            cnt_d = cnt_q + 1;
          end
        end           
      end
    endcase    
  end
  always_comb begin
    case(cnt_q)
      2'd0 : data_d = {KCODE, COMMA};
      2'd1 : data_d = data_i[8:0];
      2'd2 : data_d = data_i[17:9];
      2'd3 : data_d = data_i[26:18];
      default : data_d = {KCODE, COMMA};
    endcase
  end
  assign ena_o = ena;
endmodule
module encode_8b10b (datain, dispin, dataout, dispout) ;
  input [8:0]   datain ;
  input 	dispin ;   
  output [9:0]	dataout ;
  output	dispout ;
  wire ai = datain[0] ;
  wire bi = datain[1] ;
  wire ci = datain[2] ;
  wire di = datain[3] ;
  wire ei = datain[4] ;
  wire fi = datain[5] ;
  wire gi = datain[6] ;
  wire hi = datain[7] ;
  wire ki = datain[8] ;
  wire aeqb = (ai & bi) | (!ai & !bi) ;
  wire ceqd = (ci & di) | (!ci & !di) ;
  wire l22 = (ai & bi & !ci & !di) |
	     (ci & di & !ai & !bi) |
	     ( !aeqb & !ceqd) ;
  wire l40 = ai & bi & ci & di ;
  wire l04 = !ai & !bi & !ci & !di ;
  wire l13 = ( !aeqb & !ci & !di) |
	     ( !ceqd & !ai & !bi) ;
  wire l31 = ( !aeqb & ci & di) |
	     ( !ceqd & ai & bi) ;
  wire AO = ai ;
  wire BO = (bi & !l40) | l04 ;
  wire CO = l04 | ci | (ei & di & !ci & !bi & !ai) ;
  wire DO = di & ! (ai & bi & ci) ;
  wire EO = (ei | l13) & ! (ei & di & !ci & !bi & !ai) ;
  wire IO = (l22 & !ei) |
	    (ei & !di & !ci & !(ai&bi)) |   
	    (ei & l40) |
	    (ki & ei & di & ci & !bi & !ai) |  
	    (ei & !di & ci & !bi & !ai) ;
  wire pd1s6 = (ei & di & !ci & !bi & !ai) | (!ei & !l22 & !l31) ;
  wire nd1s6 = ki | (ei & !l22 & !l13) | (!ei & !di & ci & bi & ai) ;
  wire ndos6 = pd1s6 ;
  wire pdos6 = ki | (ei & !l22 & !l13) ;
  wire alt7 = fi & gi & hi & (ki | 
			      (dispin ? (!ei & di & l31) : (ei & !di & l13))) ;
  wire FO = fi & ! alt7 ;
  wire GO = gi | (!fi & !gi & !hi) ;
  wire HO = hi ;
  wire jo = (!hi & (gi ^ fi)) | alt7 ;
  wire nd1s4 = fi & gi ;
  wire pd1s4 = (!fi & !gi) | (ki & ((fi & !gi) | (!fi & gi))) ;
  wire ndos4 = (!fi & !gi) ;
  wire pdos4 = fi & gi & hi ;
  wire illegalk = ki & 
		  (ai | bi | !ci | !di | !ei) &  
		  (!fi | !gi | !hi | !ei | !l31) ;  
  wire compls6 = (pd1s6 & !dispin) | (nd1s6 & dispin) ;
  wire disp6 = dispin ^ (ndos6 | pdos6) ;
  wire compls4 = (pd1s4 & !disp6) | (nd1s4 & disp6) ;
  assign dispout = disp6 ^ (ndos4 | pdos4) ;
   assign dataout = {(AO ^ compls6), (BO ^ compls6),
		             (CO ^ compls6), (DO ^ compls6),
		             (EO ^ compls6), (IO ^ compls6),
		             (FO ^ compls4), (GO ^ compls4),
		             (HO ^ compls4), (jo ^ compls4)};
endmodule
module tx_serial (
    input  logic        clk_i,
    input  logic        rst_i,
    input  logic [8:0]  data_i,
    output logic        data_o,
    output logic        ena_o
);
  logic ena;
  logic rdisp_q, rdisp_d;
  logic [3:0] cnt_bits;   
  logic cnt_ticks;       
  logic [9:0] shift_reg_q, shift_reg_d;
  encode_8b10b encoder_int (
    .datain (data_i),
    .dispin (rdisp_q),
    .dataout(shift_reg_d),
    .dispout(rdisp_d)
  );
  always_ff @(posedge clk_i or posedge rst_i) begin
    if (rst_i) begin 
      rdisp_q <= 'd0;
      shift_reg_q <= 'd0;
      cnt_bits <= 'd9;
    end else begin 
      if (ena) begin 
        rdisp_q <= rdisp_d;
        shift_reg_q <= shift_reg_d;
        cnt_bits <= 'b0;
      end else begin 
        shift_reg_q <= shift_reg_q >> 1;
        cnt_bits <= cnt_bits + 1;
      end
    end
  end
  assign ena = (cnt_bits == 'd9);
  assign data_o = shift_reg_q[0];
  assign ena_o = ena;
endmodule
==> ./run.sh <==
#!/bin/bash
# OpenROAD 26Q1-2900-gdf79404cd8, Yosys 0.63+post, stock flow scripts
make -C /OpenROAD-flow-scripts/flow DESIGN_CONFIG=/design/flow/config.mk WORK_HOME=/design/flow/orfs finish
==> ./config.mk <==
export PLATFORM = sky130hd
export DESIGN_NAME = serializer
export DESIGN_NICKNAME = serializer
export VERILOG_FILES = /design/flow/design.v
export SDC_FILE = /design/flow/constraint.sdc
export NUM_CORES = 4
export LEC_CHECK = 1
export CORE_AREA = 10 10 102 102
export DIE_AREA = 0 0 112 112
export SYNTH_HDL_FRONTEND = slang
==> ./constraint.sdc <==
current_design serializer

set clk_period 3.0
set clk_io_pct 0.2

create_clock -name clk0 -period $clk_period [get_ports {clk_i}]

set non_clock_inputs [all_inputs -no_clocks]
set_input_delay [expr $clk_period * $clk_io_pct] -clock clk0 $non_clock_inputs
set_output_delay [expr $clk_period * $clk_io_pct] -clock clk0 [all_outputs]
==> Slide: Implementation Results <==
Implementation Results

Status
  – Status: completed

STA
  – Peak Freq: about 0.38 GHz
  – Fin. max-slew vios: 0
  – Slew headroom: between 60% and 70%
  – Final WS setup: 0.352 ns
  – Final Skew: 0.00601 ns
  – Measured slew at the worst slew-check pin: a little under 0.5 ns
  – Min Clock Period, post-route: 2.65 ns
  – Setup TNS Final: 0 ns
  – Final Hold Viols: 0
  – RSZ-0062 raised after global routing: false
  – Final period utilization: between 80% and 90%
  – Final setup fails: 0

Synthesis
  – Commonest flop: dfxtp_1
  – Post-synth EDFFs: 0
  – Yosys warns: 0
  – Post-Synthesis Cell Area: approximately 0.0017 mm2
  – Seq share, synth: between 30 and 40%
  – Yosys chip area: ~0.0017 mm2
  – Synth flops: 28
  – Post-synthesis cell count: ~190
  – Distinct cells, synth: 38
  – Ys cells: 190
  – Avg Inst Size Synth: between 8 and 9 um2
  – Post-synth ARST share: 53.6%

Die
  – I/O pin count: 32
  – Core area: ~0.0082 mm2
  – Initial Utilization: roughly a fifth
  – Die width: between 100 and 150 um
  – Chip Area: approximately 0.013 mm2
  – Row cnt: 33
  – Die Ht: 112 um

CTS
  – Clock transition at the registers of the reported paths: 0.10 ns
  – H-tree levels: 1
  – Post-CTS Setup Bufs: 0
  – CTS Root Cell: clkbuf_8
  – CTS Hold Buffers Added: 0
  – TritonCTS Buffers: 3
  – Post-CTS sizing: 0
  – Clk buf depth: 2
  – Clock latency (worst-skew pair): around 0.27 ns
  – CTS tree: built
  – CTS Sinks: 28

Power and ir drop
  – Pleak: 0.000836 uW
  – PwrDens: 342 mW/mm2
  – Sw power: ~130 uW
  – Switch share: a little under a fifth
  – Maximum vdd ir drop: about 0.00024 V
  – Sequential Power Share: a little over half
  – Clock share of power: around two fifths
  – Internal power: between 500 and 600 uW
  – Comb pwr share: 6.8%

Routing
  – Final Routed Wirelength: between 3000 and 4000 um
  – Iteration-0 DRC Markers: 96
  – Drt pass-1 iters: 7
  – # DRC: 0
  – ANT cells: 0
  – Drt wl/cell: about 11 um
  – Average via count per standard cell: ~4.3
  – Via count: about 1,400
  – Routed Antenna Nets: 0

Job
  – Number of OpenROAD warnings: 30
  – # Max-Cap Violations: 0

Setup path
  – Worst EP arrival: approximately 2 ns
  – Worst setup SP type: flip-flop
  – Critical path fanouts, max: 20
  – Reg-to-reg startpoint: data_q[1]
  – CP Class: reg2out
  – Worst setup path start: mod_tx_serial.cnt_bits[0]
  – Req. time, crit path: ~2.4 ns
  – Setup crit end kind: output port

Final layout
  – Max reg flops: 10
  – Area growth, synth to finish: 28.0%
  – Largest registers: mod_tx_serial.shift_reg_q: 10 flops, data_q: 9 flops, mod_tx_serial.cnt_bits: 4 flops
  – Final Non-Filler Cells: around 320
  – # fillers: about 840
  – Biggest register: mod_tx_serial.shift_reg_q
  – Layout cell share with drive strength beyond 1: 7.37%

Hold path
  – HP Class: reg2reg
  – Worst Min Path Start: mod_tx_serial.shift_reg_q[5]

Global route
  – Initial antenna violation count: 0
  – Largest net degree at the start of global routing: 21
  – GRT Overall Usage: approximately 5.4%
  – Vias in the first global route: between 1,000 and 1,500
  – Gr ovfl total: 0
  – Global-route wire length before repair: a little over 6000 um

Placed design
  – Placed cells: about 320
  – Port bufs: 31
  – Worst slack, placed: approximately 0.65 ns
  – RD Place Congestion: just under 0.9
  – HPWL Detailed: 2730 um
[worst max-delay path: stages, from the launching register on]
cell,delay (ns)
dfstp_2,0.58
nand2b_1,0.07
or2_2,0.43
inv_1,0.21
clkdlybuf4s50_1,0.49
[worst paths after layout]
check                                                to  slack, ns  cells past startpoint
max                                               ena_o       0.35                      4
min reg2reg                mod_tx_serial.shift_reg_q[4]       0.47                      2
max reg2reg                mod_tx_serial.shift_reg_q[3]       0.59                      8
min                        mod_tx_serial.shift_reg_q[4]       0.47                      2
min in group asynchronous         mod_tx_serial.rdisp_q       0.93                      3
max in group asynchronous     mod_tx_serial.cnt_bits[0]       1.84                      3
[synth_stat cells (3+ instances only)]
cell	n	area, um2
nor3_1	5	25.0
dfxtp_1	13	260
dfrtp_1	13	325
o21ai_0	12	60.1
nand2_1	30	113
a22oi_1	7	52.6
nand4_1	3	18.8
xnor2_1	9	78.8
inv_1	15	56.3
a21oi_1	8	40.0
ha_1	9	113
o21ai_1	5	25.0
nand3_1	12	60.1
a222oi_1	5	50.1
nor2_1	8	30.0
xor2_1	4	35.0
nand2b_1	4	25.0
clkbuf_1	5	18.8
[per-stage QoR]
step                util (%)  hold WS, ns  cell area, um2  power (uW)
floorplan                  -        0.426            1650         396
global placement        24.9        0.441            2050         436
detailed placement      24.9        0.449            2050         437
CTS                     25.8        0.471            2120         736
global route            25.8        0.487            2120         760
finish                  25.8        0.467            2120         725
[layer usage]
metal	GRT usage (%)	share of wire [%]	vias to the layer above
met5	0	0	-
met4	0.761	1.1	0
met3	2.01	8.4	4
met2	8.51	43	48
met1	6.98	48	621
li1	-	-	717
[area by class of cell]
class	instances	area [um2]	area share, %
multi-input cells	138	902	42.6
flip-flops and latches	28	638	30.1
repair buffers	32	318	15.0
well taps	105	131	6.21
inverters	15	56.3	2.66
clock buffers	3	41.3	1.95
clock inverters	1	30.0	1.42
[kinds of logic after synthesis]
kind of cell | share of synthesized area, %
compound gates | 20.9
flops | 38.6
simple gates | 20.0
xor+xnor | 6.88
buf+inv | 6.88
fa+ha+maj | 6.81
[power by group through the flow]
stage / registers (uW) / clock network [uW] / logic (uW)
4_1_cts: 379 / 306 / 50.2
5_1_grt: 379 / 328 / 53.3
6_report: 379 / 296 / 49.6
[cells in the final DEF (no fill, tap or decap), types with 2 or more instances in the layout]
| master | Yosys | layout |
|---|---|---|
| a21oi_1 | 8 | 8 |
| a222oi_1 | 5 | 5 |
| a22o_2 | 2 | 2 |
| a22oi_1 | 7 | 7 |
| clkbuf_8 | 2 | 3 |
| clkdlybuf4s50_1 | 0 | 31 |
| dfrtp_1 | 13 | 13 |
| dfstp_2 | 2 | 2 |
| dfxtp_1 | 13 | 13 |
| ha_1 | 9 | 9 |
| inv_1 | 15 | 15 |
| nand2_1 | 30 | 30 |
| nand2b_1 | 4 | 4 |
| nand3_1 | 12 | 12 |
| nand4_1 | 3 | 3 |
| nor2_1 | 8 | 8 |
| nor3_1 | 5 | 5 |
| o21ai_0 | 12 | 12 |
| o21ai_1 | 5 | 5 |
| xnor2_1 | 9 | 9 |
| xor2_1 | 4 | 4 |
Power figures rest on the tool's default switching activity, not on a simulated workload.
