==> flow/design.v <==
module encode_8b10b (datain, dispin, dataout, dispout) ;
  input [8:0]   datain ;
  input 	dispin ;   
  output [9:0]	dataout ;
  output	dispout ;
  wire ai = datain[0] ;
  wire bi = datain[1] ;
  wire ci = datain[2] ;
  wire di = datain[3] ;
  wire ei = datain[4] ;
  wire fi = datain[5] ;
  wire gi = datain[6] ;
  wire hi = datain[7] ;
  wire ki = datain[8] ;
  wire aeqb = (ai & bi) | (!ai & !bi) ;
  wire ceqd = (ci & di) | (!ci & !di) ;
  wire l22 = (ai & bi & !ci & !di) |
	     (ci & di & !ai & !bi) |
	     ( !aeqb & !ceqd) ;
  wire l40 = ai & bi & ci & di ;
  wire l04 = !ai & !bi & !ci & !di ;
  wire l13 = ( !aeqb & !ci & !di) |
	     ( !ceqd & !ai & !bi) ;
  wire l31 = ( !aeqb & ci & di) |
	     ( !ceqd & ai & bi) ;
  wire AO = ai ;
  wire BO = (bi & !l40) | l04 ;
  wire CO = l04 | ci | (ei & di & !ci & !bi & !ai) ;
  wire DO = di & ! (ai & bi & ci) ;
  wire EO = (ei | l13) & ! (ei & di & !ci & !bi & !ai) ;
  wire IO = (l22 & !ei) |
	    (ei & !di & !ci & !(ai&bi)) |   
	    (ei & l40) |
	    (ki & ei & di & ci & !bi & !ai) |  
	    (ei & !di & ci & !bi & !ai) ;
  wire pd1s6 = (ei & di & !ci & !bi & !ai) | (!ei & !l22 & !l31) ;
  wire nd1s6 = ki | (ei & !l22 & !l13) | (!ei & !di & ci & bi & ai) ;
  wire ndos6 = pd1s6 ;
  wire pdos6 = ki | (ei & !l22 & !l13) ;
  wire alt7 = fi & gi & hi & (ki | 
			      (dispin ? (!ei & di & l31) : (ei & !di & l13))) ;
  wire FO = fi & ! alt7 ;
  wire GO = gi | (!fi & !gi & !hi) ;
  wire HO = hi ;
  wire jo = (!hi & (gi ^ fi)) | alt7 ;
  wire nd1s4 = fi & gi ;
  wire pd1s4 = (!fi & !gi) | (ki & ((fi & !gi) | (!fi & gi))) ;
  wire ndos4 = (!fi & !gi) ;
  wire pdos4 = fi & gi & hi ;
  wire illegalk = ki & 
		  (ai | bi | !ci | !di | !ei) &  
		  (!fi | !gi | !hi | !ei | !l31) ;  
  wire compls6 = (pd1s6 & !dispin) | (nd1s6 & dispin) ;
  wire disp6 = dispin ^ (ndos6 | pdos6) ;
  wire compls4 = (pd1s4 & !disp6) | (nd1s4 & disp6) ;
  assign dispout = disp6 ^ (ndos4 | pdos4) ;
   assign dataout = {(AO ^ compls6), (BO ^ compls6),
		             (CO ^ compls6), (DO ^ compls6),
		             (EO ^ compls6), (IO ^ compls6),
		             (FO ^ compls4), (GO ^ compls4),
		             (HO ^ compls4), (jo ^ compls4)};
endmodule
module serializer_in (
    input  logic        clk_i,
    input  logic        rst_i,
    input  logic        start_i,
    input  logic [31:0] data_i,       
    output logic        data_o,
    output logic        eot_o
);
  logic ena;
  localparam logic [7:0] COMMA = 8'h3C;
  localparam logic       KCODE = 1'b1;
  typedef enum {ST_IDLE, ST_SYNC} state_type_e;
  state_type_e state_reg, state_next;
  logic [8:0]  data_q, data_d;
  logic [2:0]  cnt_pkt_q, cnt_pkt_d;
  logic eot_q, eot_d;
  tx_serial mod_tx_serial (
    .clk_i(clk_i),
    .rst_i(rst_i), 
    .data_i(data_q),
    .data_o(data_o),
    .ena_o(ena)
  );
  always_ff @(posedge clk_i) begin
    if (rst_i) begin
      state_reg <= ST_IDLE;
      data_q    <= {KCODE, COMMA};
      cnt_pkt_q <= 'b0;
      eot_q     <= 'b0;
    end else begin
      state_reg <= state_next;
      data_q    <= data_d;
      cnt_pkt_q <= cnt_pkt_d;
      eot_q     <= eot_d;
    end
  end
  always_comb begin
    state_next = state_reg;
    cnt_pkt_d  = cnt_pkt_q;
    eot_d      = eot_q;
    case (state_reg)
      ST_IDLE: begin
        eot_d = 'b0;
        if (start_i) begin
          state_next = ST_SYNC;
        end
      end
      ST_SYNC: begin
        if (ena) begin
          if (cnt_pkt_d == 5) begin
            eot_d = 'b1;
            cnt_pkt_d = 0;
            state_next = ST_IDLE;
          end else begin
            cnt_pkt_d = cnt_pkt_q + 1;
          end
        end           
      end
    endcase    
  end
  always_comb begin
    case(cnt_pkt_q)
      3'd0 : data_d = {KCODE, COMMA};
      3'd1 : data_d = {1'b0, data_i[7:0]};
      3'd2 : data_d = {1'b0, data_i[15:8]};
      3'd3 : data_d = {1'b0, data_i[23:16]};
      3'd4 : data_d = {1'b0, 8'hFC};
      default : data_d = {KCODE, COMMA};
    endcase
  end
  assign eot_o = eot_q;
endmodule
module tx_serial (
    input  logic        clk_i,
    input  logic        rst_i,
    input  logic [8:0]  data_i,
    output logic        data_o,
    output logic        ena_o
);
  logic ena;
  logic rdisp_q, rdisp_d;
  logic [3:0] cnt_bits;   
  logic cnt_ticks;       
  logic [9:0] shift_reg_q, shift_reg_d;
  encode_8b10b encoder_int (
    .datain (data_i),
    .dispin (rdisp_q),
    .dataout(shift_reg_d),
    .dispout(rdisp_d)
  );
  always_ff @(posedge clk_i or posedge rst_i) begin
    if (rst_i) begin 
      rdisp_q <= 'd0;
      shift_reg_q <= 'd0;
      cnt_bits <= 'd9;
    end else begin 
      if (ena) begin 
        rdisp_q <= rdisp_d;
        shift_reg_q <= shift_reg_d;
        cnt_bits <= 'b0;
      end else begin 
        shift_reg_q <= shift_reg_q >> 1;
        cnt_bits <= cnt_bits + 1;
      end
    end
  end
  assign ena = (cnt_bits == 'd9);
  assign data_o = shift_reg_q[0];
  assign ena_o = ena;
endmodule
package WBSerializer;
typedef enum logic [15:0] {
	ADR_WRITE = 0,	
	ADR_READ  = 1,
	NUM_REGS  = 2
} serRegMap_t;
endpackage
module wb_serializer (
    input  logic  CLK_NEWFREQ_I, 
	input  logic  RST_NEWFREQ_I,
    output logic  data_o,
	input  logic        CLK_I,	 
	input  logic        RST_I,   
	input  logic        CYC_I,   
	input  logic [31:0] ADR_I,   
	input  logic [31:0] DAT_I,   
	input  logic        STB_I,   
    input  logic        WE_I,    
	output logic        ACK_O,   
	output logic        ERR_O,   
	output logic [31:0] DAT_O   
);
  import WBSerializer::*;
  localparam ADDR_SIZE = $bits(NUM_REGS);
  logic start, aux_start_d, aux_start_q;
  logic reg_aux1_start, reg_aux2_start, reg_aux3_start, start_new;
  logic eot_stretch, eot_aux1, eot_aux2, eot_aux3;
  logic eot_new;
  logic [31:0] data;
  always_comb begin
  	 case (ADR_I[ADDR_SIZE-1:0])				
  	   ADR_WRITE: begin	
  	     DAT_O = 'b0;
  	     ERR_O = 'b0;			
  	     ACK_O = WE_I ? eot_new : STB_I;
  	   end
  		default:	begin
  		  DAT_O = 'b0;	
  		  ERR_O = 'b0;		
  		  ACK_O = 'b0;
  		end
  	endcase
  end
  always_ff @(posedge CLK_I) begin
    if (RST_I) begin
	  data  <= 'b0;
	  aux_start_q <= 1'b0;
    end else begin
      aux_start_q <= aux_start_d;
	  if (WE_I && STB_I) begin
	    case (ADR_I[ADDR_SIZE-1:0])	
	      ADR_WRITE: begin
	        data  <= DAT_I;
	      end				
	      default: begin
	      end
	    endcase
      end
    end
  end
  assign aux_start_d = CYC_I & STB_I & WE_I & (ADR_I == ADR_WRITE);
  assign start = aux_start_q;
  always_ff @(posedge CLK_NEWFREQ_I, posedge RST_NEWFREQ_I) begin
    if (RST_NEWFREQ_I) begin
      reg_aux1_start <= 'b0;
      reg_aux2_start <= 'b0;	
	  start_new     <= 'b0;
    end else begin
      reg_aux1_start <= start;
      reg_aux2_start <= reg_aux1_start;
	  if (reg_aux2_start == 0 && reg_aux1_start == 1) begin
        start_new <= 1'b1;
	  end else begin
	    start_new <= 1'b0;
	  end
    end
  end
  serializer_in mod_serialin (
    .clk_i(CLK_NEWFREQ_I),
    .rst_i(RST_NEWFREQ_I),
    .start_i(start_new),
    .data_i(data),       
    .data_o(data_o),
	.eot_o(eot)
  );
  always_ff @(posedge CLK_NEWFREQ_I, posedge RST_NEWFREQ_I) begin
	if(RST_NEWFREQ_I) begin
	  eot_stretch <= 1'b0;
	end else if (eot) begin
      eot_stretch <= ~eot_stretch;
	end else begin
	  eot_stretch <= eot_stretch;
	end
  end
  always_ff @(posedge CLK_I, posedge RST_I) begin
	if(RST_I) begin
	  eot_aux1 <= 1'b0;
	  eot_aux2 <= 1'b0;
	  eot_aux3 <= 1'b0;
	end else begin
	  eot_aux1 <= eot_stretch;
	  eot_aux2 <= eot_aux1;
	  eot_aux3 <= eot_aux2;
	end
  end
  assign eot_new = eot_aux3 ^ eot_aux2;
endmodule
==> flow/run.sh <==
#!/bin/bash
# OpenROAD 26Q1-2900-gdf79404cd8, Yosys 0.63+post, stock flow scripts
make -C /OpenROAD-flow-scripts/flow DESIGN_CONFIG=/design/flow/config.mk WORK_HOME=/design/flow/orfs finish
==> flow/config.mk <==
export PLATFORM = sky130hd
export DESIGN_NAME = wb_serializer
export DESIGN_NICKNAME = wb_serializer
export VERILOG_FILES = /design/flow/design.v
export SDC_FILE = /design/flow/constraint.sdc
export NUM_CORES = 4
export LEC_CHECK = 1
export CORE_UTILIZATION = 40
export SYNTH_HDL_FRONTEND = slang
==> flow/constraint.sdc <==
current_design wb_serializer

set clk_period 1.0
set clk_io_pct 0.2

create_clock -name clk0 -period $clk_period [get_ports {CLK_I}]
create_clock -name clk1 -period $clk_period [get_ports {CLK_NEWFREQ_I}]

set non_clock_inputs [all_inputs -no_clocks]
set_input_delay [expr $clk_period * $clk_io_pct] -clock clk0 $non_clock_inputs
set_output_delay [expr $clk_period * $clk_io_pct] -clock clk0 [all_outputs]
==> impl_metrics.toml <==
# synthesis and place-and-route metrics
[clocking]
cts_hold_buf = 0
tritoncts = "done"
clk_pin_slew_worst_paths_ps = 90
clock-sinks = 62

[grt]
grt_usage_pct = 17.82
grt_pass1_wl_mm = 11.70
grt_max_degree = 26
grt_pass1_vias = 2583
grt.overflow.total = 0
antenna_found_initial = 0

[yosys]
syn_avg_cell_area_um2 = 9.192
synthSimpleGateAreaFrac_pct = 17.80
flop_cell = "dfxtp_1"
xor_share_pct = 3.698
synth.cellmix.compoundShare_pct = 12.19
ys_sh_adder_pct = 2.438
ys_seq_share_pct = 43.97
yosysChipArea_um2 = 3079
yosysUniqueCellTypes = 48
synth-edff-count = 0
async_flop_share_pct = 35.48
synthCells = 335
ys_ff = 62
ys_warn_count = 0
ys_cells = 335
synthesis.area_um2 = 3079
muxShareOfSynthArea_pct = 8.127
synth.logic.top_family = "simple AND/OR/NAND/NOR gates"

[setup_path]
critPathKind = "flip-flop to flip-flop"
reg2reg_depth = 9
arrival_ps = 2430
cp_max_fo = 8
cp.required_ps = 1220
end_kind = "flip-flop"
startpoint_type = "flip-flop"

[cells_and_area]
synthToLayoutAreaGrowth_pct = 54.53
regMostFlops = "data"
layout.cells.non_filler = 565
drive_gt1_share_pct = 35.62
largest_reg_flops = 24
fillers = 559
reg.largest.list = "data x24, mod_serialin.mod_tx_serial.shift_reg_q x10, mod_serialin.data_q x9"
final_util_pct = 64.91

[floorplan]
chipArea_um2 = 8053
die_x_um = 89.74
io_pins = 106
fp_util_pct = 42.00
core_area_um2 = 7331
fp.dieH_um = 89.74
rows = 31

[drt]
antennaDiodeCount = 0
drt-initial-drc-count = 107
routedWlPerCell_um = 12.16
post-route-drc-count = 0
viasPerCell = 4.804
vias = 2714
first_pass_iters = 5
totalWireLength_mm = 6.868
ant_nets = 0

[place]
place_inst = 536
place_congestion = 0.8249
portBuffers = 63
dp_hpwl_mm = 4.849

[pwr]
power_density_nw_per_um2 = 977.5
ir_worst_vdd_v = 0.0007823
total_leakage_power_nw = 1.980

[timing]
rsz0062_at_grt = "yes"
setup-violations-final = 52
setup_ws_ps = -1214
final_max_slew_viol_count = 0
clock_skew_ps = 5.883
hold_violations = 0

[status]
outcome = "complete, but fails checks"
violations = "setup timing"

[min_path]
hold_class = "primary input to flip-flop"
hold_path_depth = 4

[flow_run]
warning_count = 39
maxCapViolCount = 0
-- routing by layer --
metal | GRT usage, % | up-vias | wire length (um)
met1 | 27.40 | 1245 | 3270
met2 | 27.82 | 89 | 3161
met3 | 2.835 | 8 | 358
met4 | 2.869 | 0 | 77
met5 | 0 | - | 0
li1 | - | 1372 | -
-- power breakdown --
group          internal (W)  switching [W]  total, W
sequential          0.00249     0.00000935   0.00250
combinational      0.000237       0.000117  0.000354
clock              0.000990       0.000805   0.00179
-- cells in the mapped netlist (all sizes together) (2+ instances only) --
cell | n | area (um2)
nor4b | 2 | 17.52
clkbuf | 10 | 37.54
nand3 | 10 | 50.05
ha | 6 | 75.07
xnor2 | 9 | 78.83
a22oi | 3 | 22.52
nor2 | 44 | 170.2
a21oi | 7 | 35.03
nor2b | 5 | 31.28
a211oi | 2 | 15.01
nand4 | 4 | 25.02
or4 | 3 | 22.52
o21ai | 15 | 75.07
a31oi | 2 | 18.77
a21boi | 2 | 15.01
dfstp | 2 | 52.55
nand2 | 28 | 105.1
inv | 15 | 56.30
buf | 36 | 265.3
and3b | 2 | 21.27
xor2 | 4 | 35.03
nor3 | 7 | 40.04
o22ai | 2 | 12.51
mux2i | 25 | 250.2
o211ai | 3 | 22.52
a222oi | 8 | 80.08
dfxtp | 40 | 800.8
nor4 | 6 | 37.54
dfrtp | 20 | 500.5
-- worst max-delay path: stages, from the launching register on --
cell and delay [ps]:
dfxtp_4 370, inv_2 40, ha_4 210, a222oi_1 300
buf_4 210, a31oi_4 100, and3b_4 200, o21a_4 220
or4_1 410, nand3_1 100
-- area by class of cell --
class	instances	area (um2)	area share [%]
multi-input cells	245	1837	38.60
flip-flops and latches	62	1366	28.71
repair buffers	132	1215	25.53
clock buffers	11	152.6	3.208
well taps	99	123.9	2.603
inverters	15	58.81	1.236
clock inverters	1	5.005	0.1052
-- worst paths after layout --
kind,start,to,slack (ps)
worst max register to register,mod_serialin.data_q[0]$_SDFF_PP0_,mod_serialin.mod_tx_serial.shift_reg_q[0]$_DFF_PP0_,-1210
max in group asynchronous,RST_NEWFREQ_I,mod_serialin.mod_tx_serial.cnt_bits[3]$_DFF_PP1_,370
min in group asynchronous,RST_NEWFREQ_I,eot_stretch$_DFFE_PP0P_,370
min in group clk1,aux_start_q$_SDFF_PP0_,reg_aux1_start$_DFF_PP0_,330
worst min register to register,aux_start_q$_SDFF_PP0_,reg_aux1_start$_DFF_PP0_,330
worst max-delay path,mod_serialin.data_q[0]$_SDFF_PP0_,mod_serialin.mod_tx_serial.shift_reg_q[0]$_DFF_PP0_,-1210
max in group clk0,WE_I,data[14]$_SDFFE_PP0P_,-400
worst min-delay path,ADR_I[23],aux_start_q$_SDFF_PP0_,250
-- placed cells by master, fill, tap and decap left out, types with 4 or more instances in the layout --
cell	instances
dfxtp_1	34
clkdlybuf4s15_1	4
buf_2	8
clkdlybuf4s50_1	39
clkbuf_8	9
nand4_1	4
dfxtp_2	4
buf_4	53
nor2_4	4
nand3_1	7
mux2i_1	24
dfrtp_1	20
nor3_2	4
a21oi_1	6
xnor2_1	5
o21ai_1	7
a222oi_1	8
o21ai_0	6
nor2_1	38
nand2_1	22
nand2_2	6
conb_1	33
xnor2_2	4
inv_1	11
nor2b_1	4
buf_6	22
-- stage by stage --
stage / power [W] / hold slack [ps] / instance area [um2] / setup TNS (ps) / worst slack [ps]
CTS: 0.004709 / 275.9 / 4669 / -25660 / -1180
global placement: 0.002903 / 329.9 / 4225 / -42350 / -1267
finish: 0.004651 / 247.7 / 4758 / -24940 / -1214
global route: 0.004857 / 281.3 / 4758 / -28470 / -1299
floorplan: 0.002704 / 189.5 / 3383 / -24840 / -1272
detailed placement: 0.002903 / 331.7 / 4225 / -43230 / -1319
-- repair_timing --
item | 4_1_cts | 5_1_grt
resized | 129 | 29
buffers inserted | 14 | 5
hold endpoints to repair | 0 | 0
cloned | 3 | 0
pin swaps | 29 | 34
endpoints found under the setup margin | 54 | 54
-- cell families (layout without fill, tap and decap cells) --
group                      after synthesis  after routing
other                                    1             33
AOI/OAI and AO/OA                       52             52
buffers and inverters                   61            159
DFF                                     62             62
and+or+nand+nor                        115            116
xor gates and xnor gates                13             13
muxes                                   25             25
adders and majority gates                6              6
Power is estimated from default activity; no workload was simulated.
